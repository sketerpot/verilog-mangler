--- /design/flow/constraint.sdc ---
current_design simple_stack

set clk_period 25.3
set clk_io_pct 0.2

create_clock -name clk0 -period $clk_period [get_ports {clk}]

set non_clock_inputs [all_inputs -no_clocks]
set_input_delay [expr $clk_period * $clk_io_pct] -clock clk0 $non_clock_inputs
set_output_delay [expr $clk_period * $clk_io_pct] -clock clk0 [all_outputs]
--- /design/flow/config.mk ---
export PLATFORM = sky130hd
export DESIGN_NAME = simple_stack
export DESIGN_NICKNAME = simple_stack
export VERILOG_FILES = /design/flow/design.v
export SDC_FILE = /design/flow/constraint.sdc
export NUM_CORES = 4
export LEC_CHECK = 1
export CORE_UTILIZATION = 40
--- /design/flow/design.v ---
module simple_stack(in, out, clk, direction, enable);
	input [15:0] in;
	output [15:0] out;
	input clk, enable, direction;
	reg [15:0] stack[0:27];
	integer i;
	assign out = stack[0];
	always @(posedge clk) begin
		if (enable && ~direction) begin   
			for (i = 0; i < 27; i = i + 1)
				stack[i+1] <= stack[i];
			stack[0] <= in;
		end else if (enable && direction) begin   
			for (i = 0; i < 27; i = i + 1)
				stack[i] <= stack[i+1];
		end
	end
endmodule
--- /design/flow/run.sh ---
#!/bin/bash
# OpenROAD 26Q1-2900-gdf79404cd8, Yosys 0.63+post, stock flow scripts
make -C /OpenROAD-flow-scripts/flow DESIGN_CONFIG=/design/flow/config.mk WORK_HOME=/design/flow/orfs finish
==> results.txt <==
The run has ended; figures from its reports follow.

The number of hold violations in the final report is 0. Counting the fill cells in the layout gives approximately 3900. Note that the worst hold path type here is reg2reg. The initial cell density of the core is 40.9%. The detail route stage leaves a number of antenna-violating nets equal to 0. The TritonCTS sink count came out at 448. The synthesis warning total is 2.

Entering global routing, the biggest net connects 134 pins. The final max-slew violation count came out at 0. The internal power summed over all cells is 1.35 mW. RePlAce ended its routability-driven mode at a weighted congestion of 0.722. The total routing resource utilization after global routing is between 10% and 20%. Among all stages on the critical path, the maximum delay recorded is 0.71 ns. For the worst-skew pair, the clock arrives at the later sink with an insertion delay of 0.58 ns. The total of buffers placed on input and output ports is 34. The number of H-tree levels is 2. The timing-limited maximum frequency is 0.124 GHz.

The area added between synthesis and finish came out at 12.3%. The number of different library cells used by synthesis comes to 9. The total cells reported by yosys after synthesis came out at 930.

The largest register by flop count is stack. The wire length of the first global-routing pass came out at 44.2 mm. Yosys attributes the largest share of cell area to sky130_fd_sc_hd__edfxtp_1 (70%), sky130_fd_sc_hd__mux2_2 (18%), sky130_fd_sc_hd__mux2_4 (10%).

Dividing the detail-routed via count by the number of cells gives 4.93. The root buffer selected by CTS is sky130_fd_sc_hd__clkbuf_16. The run finished with clean final reports. The start point of the worst hold path is stack[26][2]. The registers reported with the highest flop counts are stack (448). The total power came out at 1.70 mW. The power density over the cells is about 80 mW/mm^2. The post-placement cell area is 0.0201 mm^2. Per the slew report, the remaining headroom to the max-slew limit stands at 43.6%. The count of pins on the block boundary is 35. According to the floorplan report, the die width is roughly 220 um. For this design, the slowest cell found on the critical path is sky130_fd_sc_hd__buf_4. TritonRoute reported its final design rule violation total as 0. The final routed wirelength across all metal layers is ~26 mm. The switching portion of total power comes to ~21%. The quantity of hold-fixing buffers added after cts is 0. The post-synthesis cell count came out at 930.

STA classifies the critical path startpoint as a primary input. The placeable core area is 0.0469 mm^2. The fraction of power consumed by the clock network came out at 38.3%. The aggregate global routing overflow is 0. The number of flip-flops and latches in the synthesized netlist is 448. The layout summary lists the proportion of cells stronger than drive strength 1 as 50.3%. The final cycle utilization of the critical path came out at 31.9%. The routed length per placed instance is between 15 and 20 um.

The final design instance area without fill came out at 0.0215 mm^2. The yosys synthesis chip area is 0.0192 mm^2. The arrival time of data at the worst endpoint is listed as 8.39 ns.

Combinational logic is responsible for between 7 and 8% of the overall power. Post-CTS repair changed the size of 0 cells. The actual transition at the worst max-transition pin came out at 0.846 ns. The maximum VDD drop is 48.6 uV.

The die height is 221 um. The maximum clock skew at final layout is between 0.02 and 0.03 ns. The overall die size recorded for this design is 0.0488 mm^2. The smallest clock period supported by the final layout is computed as 8.08 ns. The antenna diode instance count came out at 0. The required time of the critical path is 25.61 ns.

In the final layout, the multi-input gates occupy 0.00537 mm^2. For reference, the clock transition at the flip-flops on the worst setup and hold paths is 0.06 ns. The final tally of setup violations came out at 0. The number of buffers added by the clock tree synthesis step came out at 49.

The violation count after the first detailed-route iteration is 496. In this run the power spent charging and discharging nets is 0.351 mW. The sequential fraction of design power came out at 54.4%.

Looking at the reg2reg group, the worst path starts from stack[1][3]. The number of flip-flops under the largest register name came out at 448. Adding up every negative setup slack in the final design gives 0 ns.

The leakage power is just under 8 nW. The stage-log warning count is 27. The via count of the routed design is 8029. The detailed-routing iteration count for the pre-antenna-repair pass is 15. The sequential standard cell area is 0.0135 mm^2. The number of global-route vias before repair came out at 8271. The most used cell along the critical path is sky130_fd_sc_hd__buf_4. For reference, the placement row count at floorplan is 79. TritonCTS built the clock tree. Tracing the worst setup path back leads to its startpoint at direction. The number of antenna violations at the first check in global routing is 0. The mean instance size in the synthesized netlist is 20.6 um^2. Setup repair after global routing left no endpoint under its margin. The critical path capture point type is a flop. The maximum fanout along the worst path is 56. The sequential element share of the synthesized area came out at 70.2%. Max-cap violations in this run came to 0. The post-synth design cell area is 0.0192 mm^2. The critical path is of the in2reg type. The timing report attributes the biggest portion of critical-path delay to buffers and inverters. The post-CTS setup repair buffer count is 0. The top cell type by area accounts for 70.2% of the synthesized area. The number of buffers on the longest clock path is 3. The count of buffering cells on the critical path with inverters included is 4. Per STA, the worst path is made up of clkdlybuf4s50_1 -> nand2b_4 -> buf_4 -> buf_4 -> buf_4 -> mux2_2. The worst hold slack after final layout is 0.436 ns. The sum of net half-perimeters after detailed placement came out at 14.2 mm.

The synthesized design spends more area on one cell type than any other, namely sky130_fd_sc_hd__edfxtp_1.
stage by stage:
stage	setup WS, ns	instances	utilization [%]
final	17.22	1628	45.9
after global routing	17.02	1628	45.9
after CTS	17.20	1628	45.9
after detailed placement	16.62	1538	42.8
after global placement	16.64	1538	42.8
after floorplan	7.73	930	-
layout by cell type, fill, tap and decap left out:
cell type                         synthesis  routed
sky130_fd_sc_hd__buf_12                   0       1
sky130_fd_sc_hd__buf_4                    2      14
sky130_fd_sc_hd__buf_8                    0       1
sky130_fd_sc_hd__bufinv_16                0       1
sky130_fd_sc_hd__clkbuf_1                 1      15
sky130_fd_sc_hd__clkbuf_16                0      50
sky130_fd_sc_hd__clkdlybuf4s50_1          0      33
sky130_fd_sc_hd__clkinv_1                 0      11
sky130_fd_sc_hd__clkinv_2                 0      11
sky130_fd_sc_hd__clkinv_4                 0       1
sky130_fd_sc_hd__clkinv_8                 0       1
sky130_fd_sc_hd__edfxtp_1               448     448
sky130_fd_sc_hd__inv_2                    1       1
sky130_fd_sc_hd__mux2_2                 302     302
sky130_fd_sc_hd__mux2_4                 130     130
sky130_fd_sc_hd__nand2b_4                 0       1
Yosys cell counts:
cell type and n:
sky130_fd_sc_hd__buf_2 29, sky130_fd_sc_hd__buf_4 2, sky130_fd_sc_hd__buf_6 16, sky130_fd_sc_hd__clkbuf_1 1, sky130_fd_sc_hd__edfxtp_1 448, sky130_fd_sc_hd__inv_2 1, sky130_fd_sc_hd__mux2_2 302, sky130_fd_sc_hd__mux2_4 130
sky130_fd_sc_hd__nand2b_1 1
final cells by class:
type                    instances  area share [%]
flip-flops and latches        448            62.5
multi-input cells             433            24.9
clock buffers                  65            6.08
well taps                     607            3.53
repair buffers                 49            2.19
clock inverters                25           0.704
inverters                       1          0.0174
final timing paths:
| check | slack, ns | cells past startpoint | endpoint |
|---|---|---|---|
| worst max-delay path | 17.22 | 6 | stack[16][4] |
| worst min-delay path | 0.44 | 0 | stack[27][2] |
| worst max register to register | 24.32 | 1 | stack[2][3] |
| worst min register to register | 0.44 | 0 | stack[27][2] |
power by group through the flow:
| stage | sequential, mW | combinational [mW] | clock (mW) |
|---|---|---|---|
| finish | 0.923 | 0.124 | 0.650 |
| CTS | 0.924 | 0.126 | 0.676 |
| global route | 0.931 | 0.135 | 0.700 |
routing by layer:
metal / global-route usage [%] / wire length [um] / up-vias
li1: - / - / 3823
met1: 23.1 / 14100 / 4020
met2: 14.1 / 10400 / 126
met3: 2.76 / 1180 / 60
met4: 3.16 / 837 / 0
met5: 0 / 0 / -
cells by family (layout without fill, tap and decap cells):
kind of cell  count (synthesis)  after routing  share of synthesized area [%]
mux                         432            432                           27.9
simple gates                  1              1                         0.0327
buf+inv                      49            140                           1.82
flops                       448            448                           70.2
Power figures rest on the tool's default switching activity, not on a simulated workload.
